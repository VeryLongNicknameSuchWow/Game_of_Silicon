**/design/flow/config.mk**
```make
export PLATFORM = sky130hd
export DESIGN_NAME = vga
export DESIGN_NICKNAME = vga
export VERILOG_FILES = /design/flow/design.v
export SDC_FILE = /design/flow/constraint.sdc
export NUM_CORES = 4
export LEC_CHECK = 1
export CORE_AREA = 10 10 208 208
export DIE_AREA = 0 0 218 218
export SYNTH_HDL_FRONTEND = slang
```
**/design/flow/constraint.sdc**
```tcl
current_design vga

set clk_period 8.3
set clk_io_pct 0.2

create_clock -name clk0 -period $clk_period [get_ports {clk}]

set non_clock_inputs [all_inputs -no_clocks]
set_input_delay [expr $clk_period * $clk_io_pct] -clock clk0 $non_clock_inputs
set_output_delay [expr $clk_period * $clk_io_pct] -clock clk0 [all_outputs]
```
**/design/flow/design.v**
```verilog
module vga #(
    parameter H_PIXELS = 800,
    H_SYNCTIME = 128,
    H_PORCH = 88 + 40,
    V_LINES = 600,
    V_SYNCTIME = 4,
    V_PORCH = 1 + 23,
    CELL_SIZE = 40
) (
    input logic clk,
    output logic hsync,
    output logic vsync,
    output logic [2:0] rgb,
    input logic [V_LINES/CELL_SIZE-1:0][H_PIXELS/CELL_SIZE-1:0] grid
);
  localparam H_PERIOD = H_PIXELS + H_SYNCTIME + H_PORCH;
  localparam V_PERIOD = V_LINES + V_SYNCTIME + V_PORCH;
  logic [$clog2(H_PERIOD):0] hcnt;
  logic [$clog2(V_PERIOD):0] vcnt;
  logic blank;
  assign blank = (hcnt >= H_PIXELS || vcnt >= V_LINES) ? 1 : 0;
  always_ff @(posedge clk) begin
    if (hcnt < H_PERIOD) begin
      hcnt <= hcnt + 1;
    end else begin
      hcnt <= 0;
    end
  end
  always_ff @(posedge hsync) begin
    if (vcnt < V_PERIOD) begin
      vcnt <= vcnt + 1;
    end else begin
      vcnt <= 0;
    end
  end
  always_ff @(posedge clk) begin
    if (hcnt >= H_PIXELS && hcnt < (H_PIXELS + H_SYNCTIME)) begin
      hsync <= 1;
    end else begin
      hsync <= 0;
    end
  end
  always_ff @(posedge hsync) begin
    if (vcnt >= V_LINES && vcnt < (V_LINES + V_SYNCTIME)) begin
      vsync <= 1;
    end else begin
      vsync <= 0;
    end
  end
  always_ff @(posedge clk) begin
    if (!blank && grid[vcnt/CELL_SIZE][hcnt/CELL_SIZE]) begin
      rgb <= 3'b101;   
    end else begin
      rgb <= 3'b000;   
    end
  end
endmodule
```
**/design/flow/run.sh**
```bash
#!/bin/bash
# OpenROAD 26Q1-2900-gdf79404cd8, Yosys 0.63+post, stock flow scripts
make -C /OpenROAD-flow-scripts/flow DESIGN_CONFIG=/design/flow/config.mk WORK_HOME=/design/flow/orfs finish
```
==> CHANGELOG.md <==
### Metrics

* Outcome: finished, final reports clean
* Number of global-route vias before repair at 7575
* Top-Level Pins at 306
* RSZ-0062 raised after global routing: false
* Drt first pass iters at 5
* Min Clock Period, post-route at 5.85 ns
* # hold bufs at CTS at 0
* Static Leakage at between 3 and 4 nW
* Endpoint class of the critical path: register
* Register pins left without a clock at 12
* CP Launch Type: register
* Hold_ws at 0.464 ns
* Crit path DRT at 8.45 ns
* CTS tree: done
* Initial antenna violation count at 2
* Total grt overflow at 0
* N_diodes at 0
* Vias per cell at 4.84
* Stages on worst setup path at 17
* Placed inst area at 0.00930 sq mm
* Finish-stage setup viols at 0
* Slew @ Worst Pin at 0.836 ns
* Max Cap Viol at 0
* Top FF cell, synth: dfxtp_1
* Final wirelength at 33400 um
* Core area at 0.0387 sq mm
* Final Slew Violations at 0
* Height of the die at 218 um
* Biggest area cells: mux2i_1 16%, dfxtp_1 9.1%, nand3_1 5.8%
* Top Family by Delay on Critical Path: simple AND/OR/NAND/NOR gates
* Wirelength per Cell at 20.9 um
* Clk_skew at 0.00136 ns
* Async set-reset flop share out of synthesis at 0%
* Synth Area in Simple Gates at roughly 29%
* Vias post-DR at 7728
* Die Area at 0.0475 sq mm
* Register bit total from synthesis at 26
* Slowest-stage cell, CP: or4_1
* Dpl ws at 2.60 ns
* Yosys xor share at 3.49%
* # placed instances at 1594
* Ys cells at 825
* Peak supply drop at around 0.062 mV
* Num CTS Buffers at 3
* FP Util at 14.8%
* Final hold violation count at 0
* FF-to-FF path depth at 17
* Post-route setup slack at 2.45 ns
* Critical path class: register to register
* Area fraction in mux cells at 18.3%
* Number of unconstrained endpoints at 12
* Fmax at 0.171 GHz
* Log Warnings at 28
* Crit path from: hcnt[9]$_SDFF_PP0_
* Reg2Reg Setup Slack at about 2.4 ns
* Slew margin rel. at 44.1%
* Post-synth EDFFs at 0
* DP HPWL at 28300 um
* Post_cts resized at 0
* Root Driver: clkbuf_16
* Post-CTS Setup Bufs at 0
* Setup_tns at 0 ns
* PwrDens at 44.3 mW/mm^2
* Max Buffers Root-to-Sink at 2
* Layout cells sized above 1 at 5.46%
* Crit Path Max Fanout at 22
* Worst hold path type: register to register
* Post-route ant nets at 0
* Logic family by area: AND-OR/OR-AND gates
* Pin count of the biggest net entering global routing at 44
* FA/HA/MAJ Cells, Area Fraction at 1.48%
* Cell Type Count at 93
* Netlist Area Pre-Place at 0.00574 sq mm
* Number of DRC markers in iteration 0 at 724
* # DRC at 0
* RR Endpoint: rgb[0]$_DFF_P_
* Ratio of final minimum period to clock period at 70.5%
* R2r startpoint: hcnt[9]$_SDFF_PP0_
* Post-Synth AOI/OAI Area at 32.1%
* H-tree depth at 1
* Synthesis Warnings at 0
* Register area share after synthesis at 9.07%
* Yosys top cell by area: mux2i_1
* Final core occ at between 20% and 30%
* Cells after Synth at 825
* Fin area at 0.00939 sq mm
* Clock slew at reported path FFs at around 0.05 ns
* Buf+Inv Stages, Crit Path at 2
* Top post-synthesis cells by count: 91 x mux2i_1, 83 x nand2_1, 67 x nand3_1
* Die width at 218 um
* Latency at later pin at 0.25 ns
* Top cell area share at roughly 16%
* # rows at around 72
* Placer congestion estimate at 0.928
* CP peak stage delay at 0.74 ns
* Synthesis-to-finish area growth at 63.7%
* Power Total at 0.416 mW
* Yosys top cell by instances: mux2i_1
* End point of the critical path: rgb[0]$_DFF_P_
* First-pass GRT wire length at ~48000 um
* Yosys stat area at 0.00574 sq mm
* Synth Area per Inst at between 6 and 7 sq um
* IO buf count at 304
* Non-filler cells, final at 1598
* GR Util All Layers at a little over an eighth
* Cells along the critical path: nor2_1 -> inv_1 -> ha_1 -> o21bai_1 -> a222oi_1 -> o311ai_2 -> or4b_1 -> nand4_2 -> o211ai_4 -> nor3_2 -> inv_2 -> a2bb2oi_2 -> a221oi_1 -> or4_1 -> or3_1 -> and3_1 -> o32ai_1
* WP data arrival at 6.00 ns
-- how the worst min path moves through the flow --
stage / start / endpoint / slack, ns / cells past startpoint
CTS: hcnt[0]$_SDFF_PP0_ / hcnt[0]$_SDFF_PP0_ / 0.47 / 1
global route: hcnt[0]$_SDFF_PP0_ / hcnt[0]$_SDFF_PP0_ / 0.49 / 1
finish: hcnt[0]$_SDFF_PP0_ / hcnt[0]$_SDFF_PP0_ / 0.46 / 1
-- sequential cells by signal, indices dropped and copies added (netlist names) --
signal,cells
hcnt,12
vcnt,11
hsync,1
rgb,1
vsync,1
-- cells in the final DEF (no fill, tap or decap), drive strengths merged, types with 10 or more instances in the layout --
cell type / count
a21o: 12
a21oi: 27
a22oi: 12
a31oi: 23
and3: 21
buf: 17
clkdlybuf4s50: 304
dfxtp: 26
inv: 18
mux2: 10
mux2i: 91
nand2: 83
nand3: 67
nand4: 22
nor2: 49
nor2b: 10
nor3: 20
o211ai: 14
o21ai: 57
o22ai: 10
xnor2: 16
-- metal layers --
metal  vias to the layer above  share of wire [%]  global-route usage (%)
met3                        28                9.5                    3.72
met2                       352                 46                    20.6
met1                      3661                 43                    18.4
met4                         4                1.5                    2.08
met5                         -              0.069                       0
li1                       3683                  -                       -
-- cell type report --
type | instances | area [sq um]
fill | 4260 | 29300
multi-input combinational | 710 | 4890
timing repair buffer | 321 | 3170
tap | 518 | 648
sequential | 26 | 520
clock buffer | 4 | 88.8
inverter | 19 | 71.3
-- report_power, final --
group	switching, mW	leakage (nW)	total [mW]	internal, mW
clock	0.0334	0.0442	0.107	0.0733
sequential	0.00356	0.212	0.0728	0.0692
combinational	0.0751	3.31	0.236	0.161
-- cell families (layout without fill, tap and decap cells) --
kind of cell | count (synthesis) | in the layout
compound gates | 255 | 255
xor+xnor | 22 | 22
fa+ha+maj | 7 | 7
buf+inv | 91 | 344
flops | 26 | 26
mux | 102 | 102
other cells | 1 | 3
simple gates | 321 | 321
No activity file was given, so power comes from the tool's default toggle rates.

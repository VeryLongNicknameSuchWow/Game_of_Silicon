$ cat run.sh
#!/bin/bash
# OpenROAD 26Q1-2900-gdf79404cd8, Yosys 0.63+post, stock flow scripts
make -C /OpenROAD-flow-scripts/flow DESIGN_CONFIG=/design/flow/config.mk WORK_HOME=/design/flow/orfs finish
$ cat config.mk
export PLATFORM = sky130hd
export DESIGN_NAME = display
export DESIGN_NICKNAME = display
export VERILOG_FILES = /design/flow/design.v
export SDC_FILE = /design/flow/constraint.sdc
export NUM_CORES = 4
export LEC_CHECK = 1
export CORE_AREA = 10 10 81 81
export DIE_AREA = 0 0 91 91
export SYNTH_HDL_FRONTEND = slang
$ cat constraint.sdc
current_design display

set clk_period 2.8
set clk_io_pct 0.2

create_clock -name clk0 -period $clk_period [get_ports {clk}]

set non_clock_inputs [all_inputs -no_clocks]
set_input_delay [expr $clk_period * $clk_io_pct] -clock clk0 $non_clock_inputs
set_output_delay [expr $clk_period * $clk_io_pct] -clock clk0 [all_outputs]
$ cat design.v
module display (
    input logic clk,
    input logic [31:0] display_data,
    output logic [7:0] segment_pins,
    output logic [3:0] display_select
);
  logic [1:0] display_counter = 0;
  always_ff @(posedge clk) begin
    display_select = 1'b1 << display_counter;
    segment_pins   = display_data[display_counter*8+:8];
    display_counter += 1;
  end
endmodule
==> run notes <==
run metrics: DRC viols 0, Vias per Instance 3.01, yosys xor share 1.60%, worst hold path depth 1, row count 25, Worst path max stage delay 460 ps, Port Buffers 44, reg2reg path depth 1, RSZ-0062 raised after global routing no, max-cap violations 0, wire length per cell 12.5 um, Worst path slowest cell clkdlybuf4s50_1, crit path kind flop to primary output, H-tree levels 1, DR iter-0 viols 3, die height 91 um, Tightest Pin Transition 648 ps, fin crit share 55.9%, die area 8280 um^2, Hold Vio Cnt, Final 0, Hold Buf Count CTS 0, Max rail drop VDD 0.0902 mV, Max Slew Vio Count 0, Worst Path Max Fanout 1, area of the core 4820 um^2, CTS tree done, worst path required time 2240 ps, PostCTS Resize Cnt 0, total chip power 0.426 mW, Die Wd 91 um, largest net degree at the start of global routing 15, Synth logic family multiplexers, Rel. slew slack 56.8%, Peak Freq 639 MHz, # placed instances 139, initial antenna violation count 0, vias post-DR 427, Synth Instances 31, clock transition at the registers of the reported paths 50 ps, Compound Share, Synth 0%, antenna-violating nets left 0, final hold slack 638 ps, clk root buf clkbuf_8, critical path buffer and inverter count 1, global route overflow 0, Final Skew 4.85 ps, crit path DAT 1010 ps, kind of cell adding the most delay to the critical path buffers and inverters, global-route wire length before repair 2730 um, Lkg Pwr 0.383 nW, clk latency late pin 240 ps, count of yosys warnings during synthesis 0, Flops after synth 14, cells in synth_stat.txt 31, Post-Synth Adder-Cell Area 0%, chip area in the Yosys report 548 um^2, post-layout util 22.4%, Area Growth Syn to Fin 96.6%, Yosys cell types 12, Hold WC Path Type flop to flop, TritonRoute pass-1 iters 2, CTS max path bufs 2, vias in the first global route 499, Log Warnings 25, Setup TNS Final 0 ps, total wire length 1770 um, number of setup buffers added after CTS 0, cells along the critical path clkdlybuf4s50_1, Tot GR Track Use 4.14%, mux share 35.6%, dominant logic cell type in the layout clkdlybuf4s50_1, synthesized cell area 548 um^2, Initial Utilization 11.4%, WP depth 1, total CTS buffers 3, PwrDens 396 nW/um^2, Post-Syn Area per Cell 17.7 um^2, most frequent cells in the layout 44 x clkdlybuf4s50_1, 14 x dfxtp_1, 4 x mux4_2, 4 x mux4_1, 3 x clkbuf_8, share of post-route cells with drive strength above 1 9.33%, final cell count without fillers 142, Clock Sinks 14, Simple Share, Synth 4.34%, CP Launch Type flop, outcome finished, final reports clean, diodes inserted 0, Final setup violation count 0, routability congestion estimate 0.873, I/O Pins 45, CP endpoint kind primary output, fin crit period 1570 ps, Synth Seq Share 51.1%
[kinds of logic (layout without fill, tap and decap cells)]
logic type | after synthesis | count (layout)
buffers and inverters | 4 | 48
muxes | 8 | 8
DFF | 14 | 14
xor gates and xnor gates | 1 | 1
and+or+nand+nor | 4 | 4
[layout make-up]
| class | count | area (um^2) |
|---|---|---|
| fillers | 531 | 3740 |
| multi-input cells | 13 | 228 |
| flip-flops and latches | 14 | 280 |
| clock buffers | 3 | 41.3 |
| repair buffers | 44 | 440 |
| inverters | 1 | 3.75 |
| well taps | 67 | 83.8 |
[report_power, final]
| part | total, mW | switching (mW) | internal, mW | leakage (nW) |
|---|---|---|---|---|
| Combinational | 0.0634 | 0.00838 | 0.0551 | 0.246 |
| Clock | 0.156 | 0.0610 | 0.0946 | 0.0216 |
| Sequential | 0.207 | 0.00144 | 0.206 | 0.116 |
| Total | 0.426 | 0.0709 | 0.355 | 0.383 |
[state kept, by name, summed over array words and instances (netlist names)]
name	count
display_counter	2
segment_pins	8
display_select	4
[stage by stage]
step | area [um^2] | worst slack [ps]
5_1_grt | 1080 | 1170
6_report | 1080 | 1230
4_1_cts | 1080 | 1210
3_5_place_dp | 1040 | 1200
2_1_floorplan | 548 | 1650
3_3_place_gp | 1040 | 1210
[per-layer routing]
layer	wire [um]	share of wire (%)	vias to the layer above	global-route usage, %
li1	-	-	206	-
met1	617	35	198	4.18
met2	921	52	21	7.34
met3	230	13	2	2.49
met4	4	0.23	0	0.522
met5	0	0	-	0
[cell usage after synthesis (all sizes together)]
| cell | instances | area share [%] |
|---|---|---|
| dfxtp | 14 | 51 |
| mux4 | 8 | 36 |
| buf | 3 | 6.6 |
| and2 | 1 | 1.1 |
| and2b | 1 | 1.4 |
| inv | 1 | 0.68 |
| nor2 | 1 | 0.68 |
| nor2b | 1 | 1.1 |
| xor2 | 1 | 1.6 |
[path summary, 6_finish.rpt]
kind,slack (ps),start,endpoint
min reg2reg,640,display_counter[1],display_select[0]
max,1230,segment_pins[0],segment_pins[0]
min,640,display_counter[1],display_select[0]
max reg2reg,1310,display_counter[0],segment_pins[3]
Power figures rest on the tool's default switching activity, not on a simulated workload.
